$ cat flow/run.sh
#!/bin/bash
# OpenROAD 26Q1-2900-gdf79404cd8, Yosys 0.63+post, stock flow scripts
make -C /OpenROAD-flow-scripts/flow DESIGN_CONFIG=/design/flow/config.mk WORK_HOME=/design/flow/orfs finish
$ cat flow/config.mk
export PLATFORM = sky130hd
export DESIGN_NAME = axi_s_to_fifos
export DESIGN_NICKNAME = axi_s_to_fifos
export VERILOG_FILES = /design/flow/design.v
export SDC_FILE = /design/flow/constraint.sdc
export NUM_CORES = 4
export LEC_CHECK = 1
export CORE_UTILIZATION = 40
export SYNTH_HDL_FRONTEND = slang
$ cat flow/constraint.sdc
current_design axi_s_to_fifos

set clk_period 50.5
set clk_io_pct 0.2

create_clock -name clk0 -period $clk_period [get_ports {clk}]

set non_clock_inputs [all_inputs -no_clocks]
set_input_delay [expr $clk_period * $clk_io_pct] -clock clk0 $non_clock_inputs
set_output_delay [expr $clk_period * $clk_io_pct] -clock clk0 [all_outputs]
$ cat flow/design.v
interface fifo_if #(
    parameter DATA_WIDTH = 32);
    logic                     clk;
    logic                     nrst;
    logic [DATA_WIDTH-1:0]   wdata;
    logic                    wena;
    logic                    full;
    logic                    almost_full;
    logic [DATA_WIDTH-1:0]   rdata;
    logic                    rena;
    logic                    empty;
    logic                    almost_empty;
    task automatic write_fifo(input logic [DATA_WIDTH-1:0] data);
        begin
            wdata = data;
            wena = 1;
            @(posedge clk);
            wena = 0;
        end
    endtask
    task automatic read_fifo(ref logic [DATA_WIDTH-1:0] data);
        begin
            rena = 1;
            @(posedge clk);
            data = rdata;
            rena = 0;
        end
    endtask
    task automatic empty_fifo();
        logic [DATA_WIDTH-1:0] temp;
        begin
            while (!empty) begin
                read_fifo(temp);
            end
        end
    endtask
endinterface
module axi_s_to_fifos #(
    parameter integer FIFO_DEPTH = 32,
    parameter integer C_DATA_WIDTH = 32
)(
    input  logic                     clk,
    input  logic                     nrst,
    input  logic [31:0]  awaddr,
    input  logic [3:0]               awprot,
    input  logic                     awvalid,
    output logic                     awready,
    input  logic [C_DATA_WIDTH-1:0]  wdata,
    input  logic [C_DATA_WIDTH/8-1:0] wstrb,
    input  logic                     wvalid,
    output logic                     wready,
    output logic [1:0]               bresp,
    output logic                     bvalid,
    input  logic                     bready,
    input  logic [31:0]  araddr,
    input  logic [3:0]               arprot,
    input  logic                     arvalid,
    output logic                     arready,
    output logic [C_DATA_WIDTH-1:0]  rdata,
    output logic [1:0]               rresp,
    output logic                     rvalid,
    input  logic                     rready,
    input logic [C_DATA_WIDTH-1:0]  fifo_wdata,
    output logic                    fifo_full,
    output logic                    fifo_almost_full,
    input logic                     fifo_wena,
    output logic [C_DATA_WIDTH-1:0] fifo_rdata,
    output logic                    fifo_empty,
    output logic                    fifo_almost_empty,
    input logic                     fifo_rena
);
    localparam ADDR_STATUS  = 0;
    localparam ADDR_WRITE   = 1;
    localparam ADDR_READ    = 2;
    localparam BYTES        = C_DATA_WIDTH/8;
    localparam ADDR_LSB     = $clog2(BYTES); 
    logic [C_DATA_WIDTH-1:0]    reg_write   [0:FIFO_DEPTH-1];
    logic [C_DATA_WIDTH-1:0]    reg_read    [0:FIFO_DEPTH-1];
    logic [31:0]                araddr_reg;
    logic [31:0]                awaddr_reg;
    logic [C_DATA_WIDTH-1:0]    wdata_reg;
    logic full2;
    logic almost_full2;
    logic empty2;
    logic almost_empty2;
    logic full1;
    logic almost_full1;
    logic empty1;
    logic almost_empty1;
    logic wrote_axi;
    logic push_fifo1;
    logic pop_fifo1;
    logic push_fifo2;
    logic pop_fifo2;
    localparam int INDEX_W = $clog2(FIFO_DEPTH);
    logic [INDEX_W-1:0] write_index_axi, read_index_axi;
    logic [INDEX_W-1:0] write_index_fifo, read_index_fifo;
    logic [INDEX_W:0]   size_fifo1, size_fifo2;
    typedef enum logic {
        IDLE_READ,
        READ_DATA
    } state_read;
    state_read state_r;
    always_ff @(posedge clk or negedge nrst) begin
        if (!nrst) begin
            arready             <= 0;
            araddr_reg          <= 0;
            rdata               <= 0;
            rresp               <= 0;
            rvalid              <= 0;
            state_r             <= IDLE_READ;
            read_index_axi      <= 0;
        end else begin
            case (state_r)
                IDLE_READ: begin
                    arready     <= 1;
                    if (arvalid && arready) begin
                        araddr_reg  <= araddr;
                        state_r     <= READ_DATA;
                        arready <= 0;
                    end
                end
                READ_DATA: begin
                    rvalid  <= 1;
                    rresp   <= 0;
                    if (araddr_reg[31:ADDR_LSB] == ADDR_STATUS) begin
                        rdata   <= {28'b0, 
                                    full2,
                                    almost_full2,
                                    empty1,
                                    almost_empty1};
                    end else if (araddr_reg[31:ADDR_LSB] == ADDR_READ) begin
                        rdata   <= reg_read[read_index_axi];
                    end
                    if (rready && rvalid) begin
                        if (araddr_reg[31:ADDR_LSB] == ADDR_READ && !empty1) begin
                            read_index_axi <= read_index_axi + 1;
                            if (read_index_axi == FIFO_DEPTH - 1) begin
                                read_index_axi <= 0;
                            end
                        end
                        rvalid  <= 0;
                        state_r <= IDLE_READ;
                    end
                end
                default: begin
                    state_r <= IDLE_READ;
                end
            endcase
        end
    end
    always_ff @(posedge clk or negedge nrst) begin
        if (!nrst) begin
            reg_read            <= '{default: '0};
            write_index_fifo    <= 0;
        end else begin
            if (fifo_wena && !full1) begin
                reg_read[write_index_fifo] <= fifo_wdata;
                write_index_fifo <= write_index_fifo + 1;
                if (write_index_fifo == FIFO_DEPTH - 1) begin
                    write_index_fifo <= 0;
                end
            end
        end
    end
    always_comb begin
        push_fifo1 = (fifo_wena && !full1);
        pop_fifo1 = (araddr_reg[31:ADDR_LSB] == ADDR_READ && !empty1) && 
                (state_r == READ_DATA) && (rready && rvalid);
    end
    always_ff @(posedge clk or negedge nrst) begin
        if (!nrst) begin
            size_fifo1 <= FIFO_DEPTH;
        end else begin
            size_fifo1 <= size_fifo1 + pop_fifo1 - push_fifo1;
        end
    end
    typedef enum logic [1:0] {
        IDLE_WRITE,
        HAVE_AW,
        HAVE_W,
        RESP
    } state_write;
    state_write state_w;
    always_ff @(posedge clk or negedge nrst) begin
        if (!nrst) begin
            awready         <= 0;
            wready          <= 0;
            bvalid          <= 0;
            bresp           <= 0;
            awaddr_reg      <= 0;
            wdata_reg       <= 0;
            wrote_axi       <= 0;
            write_index_axi <= 0;
            state_w         <= IDLE_WRITE;
            reg_write       <= '{default: '0};
        end else begin
            case (state_w)
                IDLE_WRITE: begin
                    awready <= 1;
                    wready  <= 1;
                    wrote_axi   <= 0;
                    if ((wvalid && wready) && (awvalid && awready)) begin
                        wdata_reg   <= wdata;
                        awaddr_reg  <= awaddr;
                        wready      <= 0;
                        awready     <= 0;
                        state_w     <= RESP;
                    end else if (awvalid && awready) begin
                        awaddr_reg  <= awaddr;
                        awready     <= 0;
                        state_w     <= HAVE_AW;
                    end else if (wvalid && wready) begin
                        wdata_reg   <= wdata;
                        wready      <= 0;
                        state_w     <= HAVE_W;
                    end
                end
                HAVE_AW: begin
                    wready  <= 1;
                    if (wvalid && wready) begin
                        wdata_reg   <= wdata;
                        wready      <= 0;
                        state_w     <= RESP;
                    end
                end
                HAVE_W: begin
                    awready <= 1;
                    if (awvalid && awready) begin
                        awaddr_reg  <= awaddr;
                        awready     <= 0;
                        state_w     <= RESP;
                    end
                end
                RESP: begin
                    if (awaddr_reg[31:ADDR_LSB] == ADDR_WRITE && !wrote_axi && !full2) begin
                        reg_write[write_index_axi] <= wdata_reg;
                        write_index_axi <= write_index_axi + 1;
                        if (write_index_axi == FIFO_DEPTH - 1) begin
                            write_index_axi <= 0;
                        end
                        wrote_axi <= 1;
                    end
                    bvalid  <= 1;
                    bresp   <= 0;
                    if (bready && bvalid) begin
                        bvalid  <= 0;
                        state_w <= IDLE_WRITE;
                    end
                end
                default: begin
                    state_w <= IDLE_WRITE;
                end
            endcase
        end
    end
    always_ff @(posedge clk or negedge nrst) begin
        if (!nrst) begin
            read_index_fifo <= 0;
        end else begin
            if (fifo_rena && !empty2) begin
                read_index_fifo <= read_index_fifo + 1;
                if (read_index_fifo == FIFO_DEPTH - 1) begin
                    read_index_fifo <= 0;
                end
            end
        end
    end
    always_comb begin
        pop_fifo2 = (fifo_rena && !empty2);
        push_fifo2 = (awaddr_reg[31:ADDR_LSB] == ADDR_WRITE && !wrote_axi && !full2) && (state_w == RESP);
    end
    always_ff @(posedge clk or negedge nrst) begin
        if (!nrst) begin
            size_fifo2 <= FIFO_DEPTH;
        end else begin
            size_fifo2 <= size_fifo2 + pop_fifo2 - push_fifo2;
        end
    end
    always_comb fifo_rdata = reg_write[read_index_fifo];
    always_comb begin
        empty2        = size_fifo2 == FIFO_DEPTH;
        almost_empty2 = size_fifo2 == (FIFO_DEPTH - 1);
        full2         = size_fifo2 == 0;
        almost_full2  = size_fifo2 == 1;
        empty1         = size_fifo1 == FIFO_DEPTH;
        almost_empty1  = size_fifo1 == (FIFO_DEPTH - 1);
        full1          = size_fifo1 == 0;
        almost_full1   = size_fifo1 == 1;
        fifo_full           = full1;
        fifo_almost_full    = almost_full1;
        fifo_empty          = empty2;
        fifo_almost_empty   = almost_empty2;
    end
endmodule
==> run summary <==
Implementation results.

The flow ran to the end, and the final reports show no timing, DRC or antenna violations. The number of hold buffers added after CTS was 0. TritonCTS built the clock tree. The area share of and/or/nand/nor cells after synthesis is 1.79%. In the final report, the number of hold violations comes to 0. The average cell area after synthesis is 16.1 um^2. The routed wire length per instance is 26.8 um. Traced cell by cell, the critical path runs through buf_4 > buf_4 > buf_4 > mux4_2 > mux4_2 > mux2_2 > clkdlybuf4s50_1.

Logged for this run, the post-placement worst setup slack is 35.61 ns. The core region is 248000 um^2. The report lists the number of cells resized after CTS as 0. The post-synthesis instance area is 99900 um^2. The switching power is 1280 uW.

Among all flip-flop cells after synthesis, the most frequent one is sky130_fd_sc_hd__dfrtp_1. The setup slack after layout is 34.92 ns. For this run, the detailed router reports a per-instance via density of 5.61. In the log, the iteration count for the first detailed-route pass is 5. Switching power as a fraction of the total was reported as 26.3%.

Data on the critical path is required at its endpoint by 40.40 ns. The row count is 183. Across all stage logs, warnings added up to 69. The achievable frequency is 64.2 MHz. The worst-path maximum fanout is 31. The total number of clock tree sinks is 2215. The area added between synthesis and finish is 13.6%. The count of maximum capacitance violations is 0.

Of the cells placed in the final design, the portion with a size suffix greater than 1 is 50.8%. The first global-routing pass estimated 397000 um of wire. The measured slew at the worst slew-check pin is 0.972 ns. Per the cell usage report, the commonest logic cell in the layout is sky130_fd_sc_hd__dfrtp_1.

The part of the power in registers is 46.4%. The count of filler cells inserted in the layout is 21100. The cell area after layout is 113000 um^2. The worst-case max-slew headroom was logged as 35.2%. The accumulated negative setup slack is 0 ns.

The worst clock skew is 0.0747 ns. The maximum vdd drop is 36.8 uV. The synthesized design spends more area on one cell type than any other, namely sky130_fd_sc_hd__dfrtp_1.

The vias after detailed routing is 55000. Per the OpenROAD floorplan log, the height of the die is 502 um. In the final report, the number of endpoints failing setup comes to 0.

Looking at the power breakdown, combinational cells take 17.4% of the total. In this run, the synthesized area fraction spent on xor and xnor cells is recorded as 0.0702%. The slowest cell on the critical path is sky130_fd_sc_hd__dfrtp_4. The buffers plus inverters on the worst setup path is 4. The routability-driven placement congestion ratio is 0.802. Setup repair after global routing left no endpoint under its margin. The detail route stage leaves a number of antenna-violating nets equal to 0. Buffers added to address setup during post-CTS repair amount to 0. In the finished design, the share of the clock period the worst path needs comes to 30.9%. In the global route stage, overall resource usage came out at 22.7%. The power per standard cell area is 42.9 nW/um^2. The family with the most delay on the worst path is buffers and inverters.

The initial antenna violation count is 6. After synthesis, flip-flops and latches occupy 55.5% of the total area. In the final layout, flip-flops and latches occupy 55500 um^2. The final max-slew violation count is 0. The total congestion overflow is 0. The aggregate routed wire length is 263000 um.

Note that the worst hold path type here is flip-flop to flip-flop. The critical path start-end classification is flip-flop to primary output. STA classifies the critical path startpoint as a flip-flop. The registers of the reported paths see a clock transition of 0.06 ns. The finished layout reports a core utilization of 45.6%. The cell count after synthesis is 6204. By instance count, the cell type seen most on the critical path is sky130_fd_sc_hd__buf_4. The area fraction in mux cells is 37.6%.

The complex-gate fraction of the synthesized area is 1.68%. Counting flops with an async set or reset pin after synthesis yields a share of 100%. The violation tally from detailed-route iteration zero is 2526.

The main area contributors are sky130_fd_sc_hd__dfrtp_1 (55%), sky130_fd_sc_hd__mux2_2 (23%), sky130_fd_sc_hd__mux4_2 (13%). In the layout the commonest cells are sky130_fd_sc_hd__dfrtp_1 (2204), sky130_fd_sc_hd__mux2_2 (2022), sky130_fd_sc_hd__mux4_2 (568). Buffers inserted during clock tree synthesis total 233.

In the floorplan report the effective utilization is 40.2%. After Yosys synthesis, full adders, half adders and majority gates account for 0.491% of the synthesized area. The main kind of combinational logic by area is multiplexers.

The synthesis stat section lists a flop and latch total of 2215. STA puts the critical path data arrival time at 5.48 ns. The floorplan step defined a die boundary enclosing 252000 um^2. Summed over all cells, the static leakage comes to 0.0530 uW. After detailed placement, the total cell area comes to 105000 um^2.

The clock network accounts for 36.2% of the total power. The area taken by multi-input logic gates is 41800 um^2. The I/O pin count is 226. For this run, the chip area from Yosys synthesis comes to 99900 um^2. The source-to-sink clock delay at the later pin of the worst-skew pair is 0.89 ns. The number of buffers between clock root and the deepest sink is 3. In this run the clock root is driven by a sky130_fd_sc_hd__clkbuf_16. The internal power component is 3580 uW. During placement, the flow inserted port buffers numbering 205. The minimum clock period is 15.58 ns. The capturing element type of the critical path is a primary output. The power consumption is 4860 uW. The detailed-route DRC error count is 0. The total number of yosys warnings is 0. The largest registers in the layout are reg_read: 1024 flops, reg_write: 1024 flops.

The number of synthesized flops with an enable pin is 0. The die outline width is 502 um. Per the CTS log, the maximum H-tree level is 4. The number of distinct library cells after synthesis is 61. The area share of the largest cell type after synthesis is 55.4%.

The pin count of the biggest net entering global routing is 122. The number of global-route vias before repair was 60000. The HPWL after detailed placement is 150000 um.

The largest incremental delay on the critical path is 0.85 ns. The number of standard cells reported by yosys is 6204.
## final timing paths
path                                    startpoint  cells past startpoint              to  slack (ns)
worst max-delay path            read_index_fifo[0]                      7  fifo_rdata[31]       34.92
worst min-delay path                     rdata[31]                      2       rdata[31]        0.48
worst max register to register   read_index_axi[1]                      9       rdata[26]       45.45
worst min register to register           rdata[31]                      2       rdata[31]        0.48
max in group asynchronous                     nrst                      7    reg_read[23]       36.66
min in group asynchronous                     nrst                      1    wdata_reg[5]        9.15
## routing by layer
layer / global-route usage (%) / part of all wire (%) / up-vias
met4: 5.46 / 3.0 / 8
met2: 32.9 / 46 / 1877
met5: 1.06 / 0.15 / -
met3: 11.9 / 12 / 415
met1: 31.2 / 39 / 29400
li1: - / - / 23400
## power groups by stage
| stage | clock network (uW) | logic (uW) | registers [uW] |
|---|---|---|---|
| global route | 1870 | 921 | 2300 |
| finish | 1760 | 846 | 2260 |
| CTS | 1800 | 860 | 2260 |
## kinds of logic (layout without fill, tap and decap cells)
kind of cell / count (synthesis) / count (layout)
buf+inv: 627 / 895
simple gates: 284 / 284
mux: 2769 / 2769
flops: 2215 / 2215
fa+ha+maj: 38 / 38
compound gates: 262 / 262
xor+xnor: 8 / 8
other cells: 1 / 7
## tightest hold or removal path: stages (launching register included)
cell	delay, ns
sky130_fd_sc_hd__dfrtp_1	0.34
sky130_fd_sc_hd__nand2_1	0.04
sky130_fd_sc_hd__o21ai_0	0.06
## metrics by stage
stage | hold WS [ns] | cells
after CTS | 0.484 | 9805
after global routing | 0.499 | 9807
after global placement | 0.462 | 9372
after floorplan | 0.426 | 6207
final | 0.476 | 9808
after detailed placement | 0.470 | 9372
## Yosys cell counts (3+ instances only)
master	count
sky130_fd_sc_hd__a21oi_1	68
sky130_fd_sc_hd__nor4_1	14
sky130_fd_sc_hd__a22oi_1	112
sky130_fd_sc_hd__clkbuf_1	310
sky130_fd_sc_hd__xnor2_1	3
sky130_fd_sc_hd__buf_2	197
sky130_fd_sc_hd__nand3_1	17
sky130_fd_sc_hd__nand3_4	27
sky130_fd_sc_hd__inv_1	31
sky130_fd_sc_hd__and3_1	8
sky130_fd_sc_hd__or3_1	3
sky130_fd_sc_hd__xor2_1	5
sky130_fd_sc_hd__and2_1	6
sky130_fd_sc_hd__nor3_1	14
sky130_fd_sc_hd__ha_1	36
sky130_fd_sc_hd__nor2_1	63
sky130_fd_sc_hd__dfstp_2	3
sky130_fd_sc_hd__nor2b_1	10
sky130_fd_sc_hd__nor3b_2	3
sky130_fd_sc_hd__mux4_2	568
sky130_fd_sc_hd__o21ai_0	46
sky130_fd_sc_hd__buf_1	34
sky130_fd_sc_hd__o211ai_1	4
sky130_fd_sc_hd__nand2_1	82
sky130_fd_sc_hd__buf_4	41
sky130_fd_sc_hd__o22ai_1	6
sky130_fd_sc_hd__nor3_2	7
sky130_fd_sc_hd__buf_6	12
sky130_fd_sc_hd__a21o_1	5
sky130_fd_sc_hd__mux2_2	2022
sky130_fd_sc_hd__nand4_1	5
sky130_fd_sc_hd__nand2b_1	9
sky130_fd_sc_hd__dfrtp_1	2212
sky130_fd_sc_hd__a31oi_1	7
sky130_fd_sc_hd__mux2i_1	13
sky130_fd_sc_hd__mux2_1	166
## cell type report
| type | count | area share (%) |
|---|---|---|
| clock inverters | 77 | 0.922 |
| flip-flops and latches | 2215 | 48.9 |
| clock buffers | 356 | 6.13 |
| repair buffers | 429 | 3.37 |
| diodes | 3 | 0.00662 |
| inverters | 33 | 0.109 |
| multi-input cells | 3365 | 36.9 |
| well taps | 3330 | 3.67 |
Power and IR drop assume default switching activity.
